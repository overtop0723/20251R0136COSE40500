[flow/run.sh]
#!/bin/bash
# OpenROAD 26Q1-2900-gdf79404cd8, Yosys 0.63+post, stock flow scripts
make -C /OpenROAD-flow-scripts/flow DESIGN_CONFIG=/design/flow/config.mk WORK_HOME=/design/flow/orfs finish
[flow/config.mk]
export PLATFORM = sky130hd
export DESIGN_NAME = RCA4Bit
export DESIGN_NICKNAME = RCA4Bit
export VERILOG_FILES = /design/flow/design.v
export SDC_FILE = /design/flow/constraint.sdc
export NUM_CORES = 4
export LEC_CHECK = 1
export CORE_AREA = 10 10 70 70
export DIE_AREA = 0 0 80 80
[flow/constraint.sdc]
current_design RCA4Bit

set clk_period 4.5
set clk_io_pct 0.2

create_clock -name clk0 -period $clk_period

set non_clock_inputs [all_inputs -no_clocks]
set_input_delay [expr $clk_period * $clk_io_pct] -clock clk0 $non_clock_inputs
set_output_delay [expr $clk_period * $clk_io_pct] -clock clk0 [all_outputs]
[flow/design.v]
module RCA4Bit (x, y, c_in, sum, c_out);
input [3:0] x, y;
input c_in;
output [3:0] sum;
output c_out;
wire c_in1, c_in2, c_in3;
full_adder U0 (x[0], y[0], c_in, sum[0], c_in1);
full_adder U1 (x[1], y[1], c_in1, sum[1], c_in2);
full_adder U2 (x[2], y[2], c_in2, sum[2], c_in3);
full_adder U3 (x[3], y[3], c_in3, sum[3], c_out);
endmodule
module full_adder(x, y, c_in, s_out, c_out);
input x, y, c_in;
output s_out, c_out;
reg s_out, c_out;
always @(x or y or c_in)
begin
if(x==1'b0 && y==1'b0 && c_in==1'b0)
begin
s_out = 0; c_out=0;
end
if(x==1'b0 && y==1'b0 && c_in==1'b1)
begin
s_out = 1; c_out=0;
end
if(x==1'b0 && y==1'b1 && c_in==1'b0)
begin
s_out = 1; c_out=0;
end
if(x==1'b0 && y==1'b1 && c_in==1'b1)
begin
s_out = 0; c_out=1;
end
if(x==1'b1 && y==1'b0 && c_in==1'b0)
begin
s_out = 1; c_out=0;
end
if(x==1'b1 && y==1'b0 && c_in==1'b1)
begin
s_out = 0; c_out=1;
end
if(x==1'b1 && y==1'b1 && c_in==1'b0)
begin
s_out = 0; c_out=1;
end
if(x==1'b1 && y==1'b1 && c_in==1'b1)
begin
s_out = 1; c_out=1;
end
end
endmodule
==> metrics.yaml <==
final_layout:
  finalNonFillerCells: 80
  drive_above_1_share_pct: 32.4
  fillCellCount: 393
  syn_to_final_growth_pct: 84.5
  utilization_pct: 12.6
timing:
  worst_slack_ps: -9.80
  setup_violations: 1
  drv_slew: 0
  untimed_endpoints: 8
  fmax_ghz: 0.222
  finalClockPeriodUsage_pct: 100
  hold_viol: 0
  rsz0062_at_grt: "true"
  min_period_ps: 4510
  unclocked_pins: 8
logic_synthesis:
  yosysChipArea_um2: 234
  area_leaders: "dlxtn_1 51%, fa_1 34%, buf_4 13%, conb_1 1.6%"
  syn_avg_cell_area_um2: 13.8
  ys_cells: 17
  netlist_area_um2: 234
  syn_inst: 17
  yosys_warnings: 1
  synth_flop_count: 8
  yosys.cell_types.count: 4
  yosysTopAreaCellShare_pct: 51.3
  top_area_cell: "dlxtn_1"
pwr:
  power_leakage_nw: 0.178
  irDropWorstVdd_mv: 0.0216
  power_density_nw_per_um2: 63.6
route:
  avgRoutedWirePerCell_um: 5.35
  insertedDiodeCount: 0
  vias: 146
  drt-initial-drc-count: 0
  first_pass_iters: 1
  wl_um: 428
  via_per_inst: 1.83
  ant_nets: 0
  drc_errors: 0
placement:
  place.gp.congestion: 0.586
  port_buffers: 14
  pre_cts_ws_ps: -892
  placed_cells: 80
clock_network:
  cts_setup_buffers: 0
  ctsHoldBuffers: 0
critical_path:
  critPathLaunch: "x[0]"
  start_kind: "primary input"
  crit_type: "primary input to output pin"
  critPathArrivalTime_ps: 3610
  end_kind: "output pin"
  crit_end: "sum[3]"
  cp.required_ps: 3600
  path_max_fanout: 1
die:
  pin_count: 14
  dieArea_um2: 6400
  rows: 21
  floorplanUtilization_pct: 6.85
  die_x_um: 80
  dieHeight_um: 80
  core-area_um2: 3420
flow_run:
  tool_warnings: 34
  drv_cap: 0
global_routing:
  grt_max_degree: 2
  grt_usage_pct: 1.42
  grt_remaining_overflow: 0
  grt_pass1_wl_um: 724
  grt_pass1_vias: 161
  antenna_found_initial: 0
outcome:
  status: "finished with violations"
  violations: "setup timing"
-- stage by stage --
step	TNS, ps	cell area, um2	power [W]
final	-9.80	432	0.0000275
after global routing	-162	432	0.0000313
after CTS	-148	424	0.0000278
after detailed placement	-1790	428	0.0000288
after global placement	-1770	428	0.0000284
after floorplan	0	260	0.0000150
-- critical path, stage by stage --
cell and delay (ps):
buf_6 90, fa_2 360, dlxtn_2 250, fa_2 310, dlxtn_2 250, fa_2 310, dlxtn_2 250, fa_1 470
dlxtn_2 330, buf_2 90
-- final cells by class --
type	instances	area [um2]	share of cell area, %
sequential	8	125	29.0
tap	46	57.6	13.3
multi-input combinational	12	118	27.2
timing repair buffer	14	131	30.4
-- cell families after synthesis --
logic type	Yosys count	share of synthesized area, %
fa+ha+maj	4	34.2
other cells	1	1.60
latches	8	51.3
buf+inv	4	12.8
-- cell usage after synthesis, drive strengths merged --
cell type  number
fa              4
buf             4
conb            1
dlxtn           8
-- state kept, by name (all words and copies together) (netlist names) --
name / cells
U0.c_out: 1
U0.s_out: 1
U1.c_out: 1
U1.s_out: 1
U2.c_out: 1
U2.s_out: 1
U3.c_out: 1
U3.s_out: 1
-- power breakdown --
part	total, W	leakage (nW)	switching, W	internal (W)
logic	0.0000180	0.113	0.00000551	0.0000125
registers	0.00000941	0.0654	0.00000105	0.00000836
clock network	0	0	0	0
total	0.0000275	0.178	0.00000656	0.0000209
-- repair_timing --
item | 4_1_cts | 5_1_grt
endpoints found under the setup margin | 3 | 3
hold endpoints to repair | 0 | 0
pin swaps | 4 | 4
gates resized | 23 | 2
-- per-layer routing --
metal  wire length (um)  vias to the layer above  track usage, %
li1                   -                       72               -
met1                191                       66            1.83
met2                203                        8            2.41
met3                 33                        0           0.455
met4                  0                        0               0
met5                  0                        -               0
-- cells in the final DEF, fill, tap and decap left out --
master           n
buf_2            2
buf_6            2
clkdlybuf4s50_1  9
conb_1           8
dlxtn_1          4
dlxtn_2          4
dlygate4sd2_1    1
fa_1             1
fa_2             3
Power and IR drop assume default switching activity.
