$ cat flow/design.v
module cnt2(CLK0, RST, out2);
output [3:0] out2;
input RST, CLK0;
reg [3:0] out0, temp_out0, out1, temp_out1, out2, temp_out2;
always @(negedge RST or posedge CLK0)
  begin
    if(!RST)
      begin
        out0 <= 4'b0000;
        temp_out0 <= 4'b0001;
        out1 <= 4'b0000;
        temp_out1 <= 4'b0001;
        out2 <= 4'b0000;
        temp_out2 <= 4'b0001;
      end
    else
      if(temp_out0 == 4'b1010)
        begin
          temp_out0 <= 4'b0001;
          out0 <= 4'b0000;
            if(temp_out1 == 4'b1010)
              begin
                temp_out1 <= 4'b0001;
                out1 <= 4'b0000;
                if(temp_out2 == 4'b0000)
                  begin
                    temp_out2 <= 4'b0001;
                    out2 <= 4'b0000;
                  end
                else
                  begin
                    temp_out2 <= temp_out2 + 1;
                    out2 <= temp_out2;
                  end
              end
            else
              begin
              temp_out1 <= temp_out1 + 1;
              out1 <= temp_out1;
              end      
        end
      else
        begin
          temp_out0 <= temp_out0 + 1;
          out0 <= temp_out0;
        end
  end
endmodule
$ cat flow/run.sh
#!/bin/bash
# OpenROAD 26Q1-2900-gdf79404cd8, Yosys 0.63+post, stock flow scripts
make -C /OpenROAD-flow-scripts/flow DESIGN_CONFIG=/design/flow/config.mk WORK_HOME=/design/flow/orfs finish
$ cat flow/config.mk
export PLATFORM = sky130hd
export DESIGN_NAME = cnt2
export DESIGN_NICKNAME = cnt2
export VERILOG_FILES = /design/flow/design.v
export SDC_FILE = /design/flow/constraint.sdc
export NUM_CORES = 4
export LEC_CHECK = 1
export CORE_AREA = 10 10 79 79
export DIE_AREA = 0 0 89 89
$ cat flow/constraint.sdc
current_design cnt2

set clk_period 2.7
set clk_io_pct 0.2

create_clock -name clk0 -period $clk_period [get_ports {CLK0}]

set non_clock_inputs [all_inputs -no_clocks]
set_input_delay [expr $clk_period * $clk_io_pct] -clock clk0 $non_clock_inputs
set_output_delay [expr $clk_period * $clk_io_pct] -clock clk0 [all_outputs]
==> results.cfg <==
; flow metrics
[status]
run_status = finished, final reports clean

[floorplan]
dieWidth_um = 89
dieArea_um2 = 7920
floorplanUtilization_pct = 16.9
row_count = 25
fp.coreArea_um2 = 4660
pin_count = 6
floorplan.die.height_um = 89

[global_route]
grt_start_max_net_pins = 17
grt_antenna_before_repair = 0
grt_use_met2_pct = 4.79
use_met1_pct = 5.01
grt_pass1_wl_mm = 2.21
grt.total_usage_pct = 3.39
global_routing_s_busiest_layer = met1
grt.overflow.total = 0
grt_pass1_vias = 498
grt_use_met3_pct = 1.38

[layout]
nFillCells = 475
final_design_area_no_fill_um2 = 961
final_layout_size_suffix_gt1_share_pct = 23.3
syn_to_layout_area_delta_pct = 21.9

[drt]
routed_wirelength_mm = 1.19
drcViolationCount = 0
avgRoutedWirePerCell_um = 9.35
diodes = 0
first_pass_iters = 2
overall_via_count_from_detail_route = 477
post_route_ant_nets = 0
first_iter_violations = 8
vias_per_cell = 3.76

[logic_synthesis]
synth-warning-count = 1
ys_async_sr_fraction_pct = 100
synthDominantAreaCellType = sky130_fd_sc_hd__dfrtp_1
top_cell_area_share_pct = 41.3
synth.avg_cell_area_um2 = 12.3
edf_count = 0
synth_top_flop_cell = sky130_fd_sc_hd__dfrtp_1
cell_with_the_most_instances_after_synthesis = sky130_fd_sc_hd__dfrtp_1
topCellsByArea = sky130_fd_sc_hd__dfrtp_1 41%, sky130_fd_sc_hd__dfstp_2 10%, sky130_fd_sc_hd__nand4_4 5.4%
syn_area_um2 = 788
synth.top_cells.by_count = 13 x sky130_fd_sc_hd__dfrtp_1, 5 x sky130_fd_sc_hd__inv_1, 4 x sky130_fd_sc_hd__nor2b_1
synth_flop_count = 16
postSynthCellCount = 64
cell_type_count = 28
synth-area-yosys_um2 = 788
yosysSeqAreaShare_pct = 51.3
synth_stat.cells = 64

[min_path]
hold_path_class = reg -> reg
whs_path_depth = 1
min_delay_worst_endpoint = out2[0]
min_from = out2[0]

[worst_setup_path]
worst-r2r-setup-slack_ps = 1230
worst_path_cell_chain = clkdlybuf4s50_1
worst-endpoint-required_ps = 2160
cp_top_family = buffers and inverters
worst-r2r-cell-count = 3
cpMaxStageDelayCell = sky130_fd_sc_hd__clkdlybuf4s50_1
critical_path.max_fanout = 2
crit-reg2reg-capture = temp_out2[1]
crit_path_start_kind = register
startpoint_of_the_worst_register_to_register_path = temp_out1[0]
crit_path_max_incr_delay_ps = 490
crit_buf_inv = 1
worstSetupEndpointType = output pin
cp.depth = 1
critical_path_class = reg -> out
arrival_ps = 1080

[cts]
postCtsResizedCells = 0
cts_setup_buffers = 0
cts_tree = yes
tritoncts_num_sinks = 16
cts_made_buffers = 3
htree_num_levels = 1
cts.clk_slew.worst_paths_ps = 60
cts_root_buf = sky130_fd_sc_hd__clkbuf_8
postCtsHoldBufs = 0
clock_insertion_delay_worst_skew_ps = 240
max-clock-path-buffers = 2

[sta]
worstMarginPinSlew_ps = 695
grt_setup_unrepaired = no
achievable_frequency_mhz = 617
final.setup_skew_ps = 4.42
layout_min_cycle_time_ps = 1620
layout_worst_path_cycle_share_pct = 60.0
fin_tns_setup_ps = 0
finalHoldViolations = 0
tightest_hold_margin_ps = 500
slew_limit_headroom_pct = 53.6
setup_violations = 0
report.final.slew_viol_count = 0

[placed_design]
routability_congestion_estimate = 0.750
postPlaceCellArea_um2 = 906
detailed_place_hpwl_um = 909
placement.io_buffers = 5

[flow_run]
timing.max_cap.violations = 0
tool_warnings = 26

[pwr]
p_total_uw = 448
leakage_nw = 0.433
ir_worst_vdd_mv = 0.436
p_per_area_nw_per_um2 = 466
[layer usage]
metal | vias up | routed length, µm
li1 | 240 | -
met1 | 229 | 656
met2 | 8 | 458
met3 | 0 | 72
met4 | 0 | 0
met5 | - | 0
[how the worst max path moves through the flow]
stage	to	slack, ps	startpoint
CTS	out2[3]	1060	out2[3]
global route	out2[3]	1020	out2[3]
finish	out2[3]	1080	out2[3]
[power by group]
part	total [mW]	switching, mW	internal [mW]
Clock	0.202	0.0731	0.129
Combinational	0.00562	0.00435	0.00127
Sequential	0.240	0	0.240
Total	0.448	0.0775	0.370
[cell type report]
type	count	area (µm²)	share of cell area [%]
Inverter	5	18.8	1.95
Tap cell	54	67.6	7.03
Sequential cell	16	404	42.1
Timing Repair Buffer	6	57.6	5.99
Clock buffer	4	55.1	5.73
Multi-Input combinational cell	42	358	37.2
[sequential cells by signal (all words and copies together), names as in the netlist]
signal	count
out2	4
temp_out0	4
temp_out1	4
temp_out2	4
[placed cells by master, fill, tap and decap left out, types with 2 or more instances in the layout]
master,synthesis,final
sky130_fd_sc_hd__a21oi_1,2,2
sky130_fd_sc_hd__a22o_1,2,2
sky130_fd_sc_hd__and2b_2,2,2
sky130_fd_sc_hd__clkbuf_8,0,4
sky130_fd_sc_hd__clkdlybuf4s50_1,0,5
sky130_fd_sc_hd__dfrtp_1,13,13
sky130_fd_sc_hd__dfstp_2,3,3
sky130_fd_sc_hd__ha_1,2,2
sky130_fd_sc_hd__inv_1,5,5
sky130_fd_sc_hd__mux2_1,2,2
sky130_fd_sc_hd__mux2_2,3,3
sky130_fd_sc_hd__nand2b_1,2,2
sky130_fd_sc_hd__nand3_1,2,2
sky130_fd_sc_hd__nand4_4,2,2
sky130_fd_sc_hd__nor2_1,2,2
sky130_fd_sc_hd__nor2b_1,4,4
sky130_fd_sc_hd__o21ai_0,3,3
sky130_fd_sc_hd__xnor2_1,3,3
[per-stage QoR]
stage | setup WS, ps | std cells | util [%]
floorplan | 1300 | 64 | -
global placement | 1260 | 123 | 19.4
detailed placement | 1230 | 123 | 19.4
CTS | 1060 | 127 | 20.6
global route | 1020 | 127 | 20.6
finish | 1080 | 127 | 20.6
[kinds of logic after synthesis]
group | synth area share (%)
AND/OR/NAND/NOR | 19.8
flip-flops | 51.3
AND-OR/OR-AND | 7.62
buffers and inverters | 3.33
multiplexers | 10.3
adder cells (fa/ha/maj) | 3.17
XOR/XNOR | 4.45
