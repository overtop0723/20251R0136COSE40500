==> design.v <==
module cnt3(CLK0, RST, out3);
output [3:0] out3;
input RST, CLK0;
reg [3:0] out0, temp_out0, out1, temp_out1, out2, temp_out2, out3, temp_out3;
always @(negedge RST or posedge CLK0)
  begin
    if(!RST)
      begin
        out0 <= 4'b0000;
        temp_out0 <= 4'b0001;
        out1 <= 4'b0000;
        temp_out1 <= 4'b0001;
        out2 <= 4'b0000;
        temp_out2 <= 4'b0001;
        out3 <= 4'b0000;
        temp_out3 <= 4'b0001;
      end
    else
      if(temp_out0 == 4'b1010)
        begin
          temp_out0 <= 4'b0001;
          out0 <= 4'b0000;
            if(temp_out1 == 4'b1010)
              begin
                temp_out1 <= 4'b0001;
                out1 <= 4'b0000;
                if(temp_out2 == 4'b1010)
                  begin
                    temp_out2 <= 4'b0001;
                    out2 <= 4'b0000;
                      if(temp_out3 == 4'b0000)
                        begin
                          temp_out3 <= 4'b0001;
                          out3 <= 4'b0000;
                        end
                      else
                        begin
                          temp_out3 <= temp_out3 + 1;
                          out3 <= temp_out3;
                        end
                  end
                else
                  begin
                    temp_out2 <= temp_out2 + 1;
                    out2 <= temp_out2;
                  end
              end
            else
              begin
              temp_out1 <= temp_out1 + 1;
              out1 <= temp_out1;
              end 
        end
      else
        begin
          temp_out0 <= temp_out0 + 1;
          out0 <= temp_out0;
        end
  end
endmodule
==> run.sh <==
#!/bin/bash
# OpenROAD 26Q1-2900-gdf79404cd8, Yosys 0.63+post, stock flow scripts
make -C /OpenROAD-flow-scripts/flow DESIGN_CONFIG=/design/flow/config.mk WORK_HOME=/design/flow/orfs finish
==> config.mk <==
export PLATFORM = sky130hd
export DESIGN_NAME = cnt3
export DESIGN_NICKNAME = cnt3
export VERILOG_FILES = /design/flow/design.v
export SDC_FILE = /design/flow/constraint.sdc
export NUM_CORES = 4
export LEC_CHECK = 1
export CORE_AREA = 10 10 100 100
export DIE_AREA = 0 0 110 110
==> constraint.sdc <==
current_design cnt3

set clk_period 2.5
set clk_io_pct 0.2

create_clock -name clk0 -period $clk_period [get_ports {CLK0}]

set non_clock_inputs [all_inputs -no_clocks]
set_input_delay [expr $clk_period * $clk_io_pct] -clock clk0 $non_clock_inputs
set_output_delay [expr $clk_period * $clk_io_pct] -clock clk0 [all_outputs]
==> reports/results.txt <==
Diode count = 0
Syn avg cell area = 12.1 sq um
Clk latency late pin = 0.26 ns
DR vias = 616
OpenROAD warnings = 26
Most numerous logic cell after layout = dfrtp_1
Routed length per instance = 8.13 um
RD Place Congestion = 0.686
Unrepaired setup endpoints after global routing = false
CORE AREA = 7810 sq um
Syn. warnings = 1
Kind of cell adding the most delay to the critical path = buffers and inverters
Largest net degree at the start of global routing = 21
WP data arrival = 1.09 ns
Slowest stage delay, CP = 0.47 ns
CTS tree = yes
Power per Cell Area = 522 nW/um^2
Worst-path fanout max = 2
Worst path cell trace = clkdlybuf4s50_1
Clock slew at reported path FFs = 0.08 ns
CP endpoint kind = primary output
Unique cell types = 33
Power Total = 0.652 mW
CP Class = flop to primary output
Inserted Clock Buffers = 3
Asr flop ratio synth = 100%
Site Rows = 32
CTS Buffer Depth = 2
Vias per cell = 3.18
Post-route ant nets = 0
Buf/Inv on CP = 1
Number of port buffers = 5
CTS root buf = clkbuf_8
DIE WIDTH = 110 um
Initial DRC count = 41
Drt drc = 0
Max Clk Rate = 630 MHz
Vias in the first global route = 629
Yosys stat chip area = 1030 sq um
Final Hold Violating Endpoints = 0
Antenna violations before repair = 0
Final core utilization = 16.0%
Setup TNS = 0 ns
Worst Setup Start Kind = flop
Leak = 0.513 nW
Ports = 6
Yosys Instances = 85
Grt total ovfl = 0
Fin crit period = 1.59 ns
CTS HTree Levels = 1
Max VDD drop = 0.000258 V
Clock sinks = 20
Post-Syn Area = 1030 sq um
Sequential element share of the synthesized area = 49.3%
Max Cap Viol = 0
Power share of the combinational group = 1.4%
Slew Limit Fails = 0
Die Ht = 110 um
Status = finished clean
Slowest-stage cell, CP = clkdlybuf4s50_1
Worst slack, placed = 0.936 ns
Hold bufs inserted after CTS = 0
Setup ws final = 0.914 ns
Worst Skew = 0.00418 ns
EDFF count, synth = 0
Synthesis-stage register bit count = 20
Worst hold path class = flop to flop
Post-cts resize count = 0
Setup Buffers After CTS = 0
Pint = 0.540 mW
Final tally of setup violations = 0
Area growth syn-to-layout = 21.7%
Top cells excl fill/tap = 16 x dfrtp_1, 9 x inv_1, 6 x xnor2_1, 5 x nand2_1, 5 x clkdlybuf4s50_1
Switching Share = 17.2%
# placed instances = 190
DPL Wire Length = 1110 um
Syn Inst Count = 85
NetSw = 0.112 mW
Area of the die = 12100 sq um
Clock network power share = 49.0%
Final wirelength = 1580 um
Critical Path RT = 2.00 ns
Sequential share of power = 49.6%
Fin cells = 194
Slew headroom = 77.0%
Fraction of layout cells with a size suffix above 1 = 19.6%
Slew @ Worst Pin = 0.345 ns
Crit share post-route = 63.4%
GRT Overall Usage = 2.74%
1st-pass router iterations = 4
Global-route wire length before repair = 2770 um
Pre-Place Util = 13.1%
Commonest flop = dfrtp_1
-- cell usage after synthesis (3+ instances only) --
cell type / instances / share of area [%]
xnor2_1: 6 / 5.1
inv_1: 9 / 3.3
mux2_4: 4 / 5.9
dfstp_2: 4 / 10
nand4_1: 3 / 1.8
nand2_1: 5 / 1.8
buf_6: 3 / 3.3
mux2i_1: 3 / 2.9
dfrtp_1: 16 / 39
-- per-stage QoR --
step | hold WS, ns | cell area, sq um
after floorplan | 0.204 | 1030
after global placement | 0.459 | 1180
after detailed placement | 0.461 | 1180
after CTS | 0.482 | 1250
after global routing | 0.513 | 1250
final | 0.477 | 1250
-- layer usage --
layer | track usage [%] | up-vias | share of wire, %
met1 | 3.67 | 303 | 49
met5 | 0 | - | 0
met3 | 0.881 | 0 | 4.2
li1 | - | 311 | -
met4 | 0.279 | 0 | 0
met2 | 4.40 | 2 | 47
-- kinds of logic after synthesis --
family          count (synthesis)  share of synthesized area (%)
mux                             9                           11.0
buf+inv                        12                           6.58
compound gates                 13                           9.27
simple gates                   23                           16.3
fa+ha+maj                       2                           2.44
xor+xnor                        6                           5.12
flops                          20                           49.3
-- state kept, by name, summed over array words and instances (netlist names) --
| name | flops |
|---|---|
| temp_out2 | 4 |
| temp_out3 | 4 |
| temp_out1 | 4 |
| temp_out0 | 4 |
| out3 | 4 |
-- power by group through the flow --
stage | clock network (mW) | registers, mW | logic, mW
finish | 0.319 | 0.324 | 0.00893
global route | 0.346 | 0.324 | 0.0107
CTS | 0.335 | 0.324 | 0.00979
-- worst paths after layout --
kind,startpoint,endpoint,slack [ns],cells after the start
max,out3[2],out3[2],0.91,1
min,temp_out0[0],temp_out0[0],0.48,1
max reg2reg,temp_out0[2],temp_out3[1],0.92,3
min reg2reg,temp_out0[0],temp_out0[0],0.48,1
max in group asynchronous,RST,temp_out2[0],1.64,2
min in group asynchronous,RST,temp_out3[2],0.59,2
-- area by class of cell --
cell class	instances	area, sq um
timing repair buffer	6	57.6
sequential	20	505
clock buffer	3	41.3
clock inverter	1	30.0
inverter	9	33.8
fill	859	6560
multi-input combinational	53	453
tap	102	128
No activity file was given, so power comes from the tool's default toggle rates.
